==> /design/flow/design.v <==
module EightSevenSegmentDisplays
  (input  logic [3:0] HEX7, HEX6, HEX5, HEX4, HEX3, HEX2, HEX1, HEX0,
   input  logic       CLOCK_100, reset,
   input  logic [7:0] dec_points,
   input  logic [7:0] blank,
   output logic [3:0] D2_AN, D1_AN,
   output logic [7:0] D2_SEG, D1_SEG);
  logic [7:0] segments7, segments6, segments5, segments4, 
              segments3, segments2, segments1, segments0;
   SevenSegmentDisplay ssd(.num7(HEX7), 
                           .num6(HEX6), 
                           .num5(HEX5), 
                           .num4(HEX4), 
                           .num3(HEX3), 
                           .num2(HEX2), 
                           .num1(HEX1), 
                           .num0(HEX0),
                           .blank,
                           .dec_points,
                           .HEX7(segments7), 
                           .HEX6(segments6), 
                           .HEX5(segments5), 
                           .HEX4(segments4), 
                           .HEX3(segments3), 
                           .HEX2(segments2), 
                           .HEX1(segments1), 
                           .HEX0(segments0)
                          );
  logic cycle_cnt_clr;
  logic index_cnt_en;
  logic [1:0] anode_index;
  logic [3:0] anode_index_onecold;
  logic [16:0] cycle_cnt;
  localparam CNT_LIMIT = 17'd100_000;
  assign cycle_cnt_clr = cycle_cnt == CNT_LIMIT;
  assign index_cnt_en = cycle_cnt_clr;
  SSDCounter #(17) cycle_cntr (
    .CLOCK_100,
    .reset,
    .clr(cycle_cnt_clr),
    .cnt(cycle_cnt),
    .en(1'b1)
    );
  SSDCounter #(2) index_cntr (
    .CLOCK_100,
    .reset,
    .clr(1'b0),
    .cnt(anode_index),
    .en(index_cnt_en)
    );
  OneColdDecoder #(4) anode_decode (
    .sel(anode_index),
    .out(anode_index_onecold)
    );
  always_comb begin
    D1_AN = anode_index_onecold;
    D2_AN = anode_index_onecold;
    case (anode_index)
      2'd0: begin
        D2_SEG = segments0;
        D1_SEG = segments4;
      end
      2'd1: begin
        D2_SEG = segments1;
        D1_SEG = segments5;
      end
      2'd2: begin
        D2_SEG = segments2;
        D1_SEG = segments6;
      end
      2'd3: begin
        D2_SEG = segments3;
        D1_SEG = segments7;
      end
    endcase
  end
endmodule : EightSevenSegmentDisplays
module OneColdDecoder #(
  parameter NUM_OUTPUTS = 4
  ) (
  input  logic [$clog2(NUM_OUTPUTS)-1:0] sel,
  output logic [NUM_OUTPUTS-1:0] out
  );
  always_comb begin
    out = {NUM_OUTPUTS{1'b1}};
    out[sel] = 1'b0;
  end
endmodule : OneColdDecoder
module SSDCounter #(
  parameter WIDTH = 8
  ) (
  input  logic CLOCK_100,
  input  logic reset,
  input  logic clr,
  input  logic en,
  output logic [WIDTH-1:0] cnt
  );
  always_ff @(posedge CLOCK_100, posedge reset) begin
    if (reset)
      cnt <= '0;
    else if (clr)
      cnt <= '0;
    else if (en)
      cnt <= cnt + 1'b1;
  end
endmodule : SSDCounter
module SevenSegmentDisplay
  (input logic [3:0] num7, num6, num5, num4, num3, num2, num1, num0,
   input logic [7:0] blank,
   input logic [7:0] dec_points,
   output logic [7:0] HEX7, HEX6, HEX5, HEX4, HEX3, HEX2, HEX1, HEX0);
   logic [6:0] seg7, seg6, seg5, seg4, seg3, seg2, seg1, seg0;
   HextoSevenSegment digit0(.hex(num0), .segment(seg0));
   HextoSevenSegment digit1(.hex(num1), .segment(seg1));
   HextoSevenSegment digit2(.hex(num2), .segment(seg2));
   HextoSevenSegment digit3(.hex(num3), .segment(seg3));
   HextoSevenSegment digit4(.hex(num4), .segment(seg4));
   HextoSevenSegment digit5(.hex(num5), .segment(seg5));
   HextoSevenSegment digit6(.hex(num6), .segment(seg6));
   HextoSevenSegment digit7(.hex(num7), .segment(seg7));
   assign HEX0 = (blank[0]) ? '1 : {~dec_points[0], seg0};
   assign HEX1 = (blank[1]) ? '1 : {~dec_points[1], seg1};
   assign HEX2 = (blank[2]) ? '1 : {~dec_points[2], seg2};
   assign HEX3 = (blank[3]) ? '1 : {~dec_points[3], seg3};
   assign HEX4 = (blank[4]) ? '1 : {~dec_points[4], seg4};
   assign HEX5 = (blank[5]) ? '1 : {~dec_points[5], seg5};
   assign HEX6 = (blank[6]) ? '1 : {~dec_points[6], seg6};
   assign HEX7 = (blank[7]) ? '1 : {~dec_points[7], seg7};
endmodule: SevenSegmentDisplay
module HextoSevenSegment
  (input  logic [3:0] hex,
   output logic [6:0] segment);
  always_comb
    unique case (hex)
      4'h0: segment = 7'b1000000;
      4'h1: segment = 7'b1111001;
      4'h2: segment = 7'b0100100;
      4'h3: segment = 7'b0110000;
      4'h4: segment = 7'b0011001;
      4'h5: segment = 7'b0010010;
      4'h6: segment = 7'b0000010;
      4'h7: segment = 7'b1111000;
      4'h8: segment = 7'b0000000; 
      4'h9: segment = 7'b0011000;
      4'hA: segment = 7'b0001000;
      4'hB: segment = 7'b0000011;
      4'hC: segment = 7'b1000110;
      4'hD: segment = 7'b0100001;
      4'hE: segment = 7'b0000110;
      4'hF: segment = 7'b0001110;
    endcase
endmodule : HextoSevenSegment
==> /design/flow/run.sh <==
#!/bin/bash
# OpenROAD 26Q1-2900-gdf79404cd8, Yosys 0.63+post, stock flow scripts
make -C /OpenROAD-flow-scripts/flow DESIGN_CONFIG=/design/flow/config.mk WORK_HOME=/design/flow/orfs finish
==> /design/flow/config.mk <==
export PLATFORM = sky130hd
export DESIGN_NAME = EightSevenSegmentDisplays
export DESIGN_NICKNAME = EightSevenSegmentDisplays
export VERILOG_FILES = /design/flow/design.v
export SDC_FILE = /design/flow/constraint.sdc
export NUM_CORES = 4
export LEC_CHECK = 1
export CORE_UTILIZATION = 50
==> /design/flow/constraint.sdc <==
current_design EightSevenSegmentDisplays

set clk_period 3.0
set clk_io_pct 0.2

create_clock -name clk0 -period $clk_period [get_ports {CLOCK_100}]

set non_clock_inputs [all_inputs -no_clocks]
set_input_delay [expr $clk_period * $clk_io_pct] -clock clk0 $non_clock_inputs
set_output_delay [expr $clk_period * $clk_io_pct] -clock clk0 [all_outputs]
==> results_dict.tcl <==
# collected from the flow reports
set metrics [dict create \
    yosysWarnings 5 \
    diodes 0 \
    vias 3922 \
    ioPinCount 74 \
    syn_area_um2 3570 \
    crit_chain "clkdlybuf4s50_1, buf_4, buf_4, o211ai_1, nand2_1, a22oi_2, a22oi_1, clkdlybuf4s50_1" \
    p_total_mw 0.941 \
    cts-root-buf "clkbuf_8" \
    setup.worst_path.class "input port to primary output" \
    place_inst 708 \
    place_hpwl_um 7660 \
    stdcell_area_um2 5350 \
    setup-violations-final 0 \
    cap_violations 0 \
    crit_slowest_cell "clkdlybuf4s50_1" \
    port_buffers 73 \
    vias_per_cell 5.46 \
    first_pass_iters 7 \
    p_leak_nw 2.53 \
    hold_viol 0 \
    drc 0 \
    rsz0062_at_grt "true" \
    period_used_share 0.986 \
    seq_area_frac_synth 0.133 \
    fin_cells 718 \
    synth-main-ff-cell "dfrtp_1" \
    cts_tree "built" \
    drive_gt1_frac 0.289 \
    gp_congestion 0.938 \
    layout_min_cycle_time_ns 2.96 \
    cp_max_fo 11 \
    grt_pass1_wl_um 16300 \
    edf_count 0 \
    core_um2 6830 \
    cts_buffers 3 \
    final_common_cell "buf_4" \
    grt_pass1_vias 3616 \
    peakVddDrop_mv 0.329 \
    cts_max_level 1 \
    area_growth_pct 49.8 \
    synth_flops 19 \
    min_path_type "flop to flop" \
    dpl_cell_area_um2 4980 \
    chipArea_um2 7490 \
    routed_wl_um 10200 \
    crit_path_end_kind "primary output" \
    overflow 0 \
    clock.fmax_mhz 338 \
    cts_hold_buf 0 \
    p_per_area_nw_per_um2 176 \
    numClockSinks 19 \
    path_clk_slew_ns 0.07 \
    slew_headroom 0.541 \
    fillers 464 \
    track_usage 0.273 \
    clock_path_buffers 2 \
    ys_area_um2 3570 \
    initial_core_util 0.523 \
    clock_skew_ns 0.00505 \
    avgSynthCellArea_um2 7.54 \
    slew_viol_final 0 \
    crit_path_start_kind "input port" \
    cp_data_arrival_time_ns 2.36 \
    warnings 74 \
    logic_area_um2 3070 \
    status "finished, final reports clean" \
    placementRows 30 \
    wl_per_cell_um 14.2 \
    clk_latency_ns 0.25 \
    fp.dieW_um 86.5 \
    worst_slew_pin_slew_ns 0.688 \
    fin_ws_ns 0.0428 \
    final_cell_mix "buf_4, nand2_1, ha_1" \
    die_height_um 86.5 \
    post-place-ws_ns -0.398 \
    critPathMaxStageDelay_ns 0.49 \
    ant_nets 0 \
    grt_max_degree 20 \
    whs_ns 0.482 \
    synth-async-reset-ratio 1.00 \
    synth_cell_types 56 \
    required_ns 2.40 \
    grt_antenna_before_repair 0 \
    drt-initial-drc-count 193 \
    netlist_instances 474 \
    yosys_cells 474 \
    area.sequential_um2 475 \
]
-- synth_stat cells, types with 7 or more instances --
master / instances / area share
o21ai_0: 39 / 0.055
nor3_1: 8 / 0.011
dfrtp_1: 19 / 0.13
mux2_2: 7 / 0.022
nand3_1: 9 / 0.013
ha_1: 56 / 0.20
nand2_1: 47 / 0.049
buf_2: 12 / 0.017
clkbuf_1: 9 / 0.0095
xnor2_1: 8 / 0.020
nor2_1: 38 / 0.040
nor2b_1: 13 / 0.023
inv_1: 39 / 0.041
mux2i_1: 21 / 0.059
a21oi_1: 30 / 0.042
a31oi_1: 15 / 0.026
nand2b_1: 11 / 0.019
-- worst max-delay path, delay by kind of cell --
| family | cells | cell delay [ns] |
|---|---|---|
| buf+inv | 4 | 1.27 |
| compound gates | 3 | 0.39 |
| simple gates | 1 | 0.09 |
-- sequential cells by signal, summed over array words and instances, names as in the netlist --
signal and cells:
cycle_cntr.cnt 17, index_cntr.cnt 2
-- layer usage --
metal  up-vias  track usage  wire length (µm)
met5         -            0                 0
met3         4       0.0116               445
met4         0       0.0212                31
li1       1994            -                 -
met1      1814        0.429              5050
met2       110        0.444              4670
-- final timing paths --
| check | from | to | slack [ns] | cells after the start |
|---|---|---|---|---|
| max | HEX6[2] | D1_SEG[1] | 0.04 | 8 |
| min | cycle_cntr.cnt[16]$_DFF_PP0_ | cycle_cntr.cnt[16]$_DFF_PP0_ | 0.48 | 1 |
| max reg2reg | cycle_cntr.cnt[4]$_DFF_PP0_ | cycle_cntr.cnt[11]$_DFF_PP0_ | 1.23 | 4 |
| min reg2reg | cycle_cntr.cnt[16]$_DFF_PP0_ | cycle_cntr.cnt[16]$_DFF_PP0_ | 0.48 | 1 |
| max in group asynchronous | reset | cycle_cntr.cnt[13]$_DFF_PP0_ | 1.81 | 2 |
| min in group asynchronous | reset | cycle_cntr.cnt[15]$_DFF_PP0_ | 0.75 | 2 |
-- metrics by stage --
stage,setup TNS [ns],utilization
after global placement,-3.99,0.729
after global routing,-0.0903,0.784
after floorplan,0,-
after detailed placement,-4.09,0.729
final,0,0.784
after CTS,-0.00255,0.765
-- layout make-up --
type                       count  area share
tap                           96      0.0224
timing repair buffer         173       0.280
clock inverter                 1    0.000935
multi-input combinational    387       0.573
clock buffer                   3     0.00771
sequential                    19      0.0888
inverter                      39      0.0273
-- kinds of logic (layout without fill, tap and decap cells) --
family | count (synthesis) | in the layout | synth area share
xor gates and xnor gates | 13 | 13 | 0.0319
and+or+nand+nor | 145 | 145 | 0.203
muxes | 30 | 30 | 0.0882
adders and majority gates | 56 | 56 | 0.196
DFF | 19 | 19 | 0.133
AOI/OAI and AO/OA | 143 | 143 | 0.265
buffers and inverters | 68 | 216 | 0.0830
-- repair_timing --
item | in CTS | in global routing
cloned | 0 | 0
buffers inserted | 6 | 0
gates resized | 98 | 42
setup endpoints to repair | 14 | 13
pin swaps | 29 | 18
endpoints found under the hold margin | 0 | 0
-- report_power, final --
part | internal [mW] | total, mW | switching [mW]
registers | 0.256 | 0.256 | 0
logic | 0.278 | 0.516 | 0.238
clock network | 0.0921 | 0.169 | 0.0770
